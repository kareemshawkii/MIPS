### ./config.mk
export PLATFORM = sky130hd
export DESIGN_NAME = muxNbit_3_1
export DESIGN_NICKNAME = muxNbit_3_1
export VERILOG_FILES = /design/flow/design.v
export SDC_FILE = /design/flow/constraint.sdc
export NUM_CORES = 4
export LEC_CHECK = 1
export CORE_AREA = 10 10 89 89
export DIE_AREA = 0 0 99 99
### ./constraint.sdc
current_design muxNbit_3_1

set clk_period 3.9
set clk_io_pct 0.2

create_clock -name clk0 -period $clk_period

set non_clock_inputs [all_inputs -no_clocks]
set_input_delay [expr $clk_period * $clk_io_pct] -clock clk0 $non_clock_inputs
set_output_delay [expr $clk_period * $clk_io_pct] -clock clk0 [all_outputs]
### ./design.v
module muxNbit_3_1 #(
    parameter N = 32
) (
    input [1:0] sel,
    input [N-1:0] in1, in2, in3,
    output reg [N-1:0] out
);
    always @(*) begin
        case (sel)
            2'b00: out <= in1;
            2'b01: out <= in2;
            2'b10: out <= in3;
            default: out <= in1;  
        endcase
    end
endmodule
### ./run.sh
#!/bin/bash
# OpenROAD 26Q1-2900-gdf79404cd8, Yosys 0.63+post, stock flow scripts
make -C /OpenROAD-flow-scripts/flow DESIGN_CONFIG=/design/flow/config.mk WORK_HOME=/design/flow/orfs finish
==> out/summary.txt <==
Clock Power Share: 0
Hold Violations, Final: 0
Detailed Place HPWL: 4.06 mm
Slew Viols, Final: 0
crit share post-route: 0.883
yosys stat cell total: 113
Post-synth top cells: 32 x a22oi_1, 32 x nand2_1, 30 x o21ai_1
Required @ worst endpoint: 3.12 ns
ranking of synthesized cells by area: a22oi_1 38%, o21ai_1 24%, nand2_1 19%
critical path startpoint category: input port
Final WS setup: 0.456 ns
Hold Path Cell Cnt: 4
share of cells above drive strength 1: 0.0255
pwr dens: 123 nW/um^2
Flop Count: 0
# resized after CTS: 0
Via density: 4.13
total gr overflow: 0
maxcap violations: 0
initial antenna violation count: 0
largest net degree at the start of global routing: 35
Max IR drop VDD: 0.0472 mV
CP arrival: 2.66 ns
Finished Layout Cells: 310
Sw Share: 0.288
Leak Pwr: 0.724 nW
crit-path max FO: 17
Die H: 99 um
synthesized area: 637 sq um
Post-CTS Setup Bufs: 0
NetSw: 0.0000711 W
post-synth top area cell: a22oi_1
wire per inst: 15.3 um
Site Rows: 28
Total GRT Usage: 0.0816
placed inst area: 2000 sq um
Max-area cell share: 0.377
pre-CTS setup slack: 0.464 ns
area grow syn2layout: 214%
Design Area, Final: 2000 sq um
sequential share of power: 0
Total Wirelength: 4.73 mm
ANT nets after route: 0
Worst slew margin: 0.745
Via Count: 1281
post-synthesis sequential area ratio: 0
yosys stat area: 637 sq um
fp_density: 0.106
PortBufs: 130
Synth Warn #: 1
hold crit path type: in2out
TritonRoute pass-1 iters: 4
clk_buf instances: 0
chip width: 99 um
chip area: 9800 sq um
Setup-failing EPs final: 0
Filler cells: 623
comb. cell area: 548 sq um
Post-Syn Instances: 113
Worst Tran Pin Value: 0.382 ns
final setup TNS: 0 ns
Comb pwr share: 1.000
Initial DRC Count: 37
vias in the first global route: 1238
Placed Instances: 310
Register Area: 0 sq um
number of warnings in the stage logs: 33
status: finished, final reports clean
n_diodes: 0
hold buffers post-CTS: 0
core area: 5990 sq um
cell internal pwr: 0.000175 W
WS Path Type: in2out
Cell Type Count: 8
RSZ-0062 raised after global routing: false
gpl congestion: 0.745
Pwr Total: 0.000246 W
Critical Path End Type: primary output
DRC errors left: 0
I/O pins: 130
max frequency: 0.290 GHz
global-route wire length before repair: 6.66 mm
Synth Area per Inst: 5.64 sq um
shortest period the worst path allows: 3.44 ns
[critical path: stages]
cell and delay [ns]:
clkdlybuf4s50_1 0.49, ha_2 0.43, buf_12 0.20, a22oi_1 0.08, o21ai_0 0.17, clkdlybuf4s50_1 0.50
[area by class of cell]
type / instances / area share
inverters: 2 / 0.00375
well taps: 75 / 0.0469
multi-input cells: 98 / 0.274
repair buffers: 135 / 0.675
[metrics by stage]
step | hold slack [ns] | utilization
3_3_place_gp | 2.47 | 0.334
5_1_grt | 2.50 | 0.334
3_5_place_dp | 2.47 | 0.334
6_report | 2.46 | 0.334
2_1_floorplan | 1.62 | -
4_1_cts | 2.47 | 0.334
[placed cells by master (no fill, tap or decap)]
cell / instances
a22oi_1: 32
buf_12: 1
buf_4: 4
clkdlybuf4s50_1: 130
ha_1: 1
ha_2: 1
inv_1: 2
nand2_1: 32
o21ai_0: 2
o21ai_1: 30
[path summary, 6_finish.rpt]
check     from      end  slack [ns]
min    in1[21]  out[21]        2.46
max     sel[1]  out[29]        0.46
[power groups by stage]
stage	Clock, W	Combinational [W]	Sequential, W
finish	0	0.000246	0
CTS	0	0.000251	0
global route	0	0.000269	0
[kinds of logic after synthesis]
| logic type | after synthesis | share of synthesized area |
|---|---|---|
| AND-OR/OR-AND | 64 | 0.629 |
| adder cells (fa/ha/maj) | 2 | 0.0393 |
| buffers and inverters | 15 | 0.143 |
| AND/OR/NAND/NOR | 32 | 0.189 |
[routing by layer]
metal	wire [um]	up-vias	global-route usage
met3	722	0	0.0451
met2	2150	83	0.135
li1	-	665	-
met4	0	0	0
met1	1850	533	0.0964
met5	0	-	0
No activity file was given, so power comes from the tool's default toggle rates.
